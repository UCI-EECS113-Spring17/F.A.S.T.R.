$ cat flow/run.sh
#!/bin/bash
# OpenROAD 26Q1-2900-gdf79404cd8, Yosys 0.63+post, stock flow scripts
make -C /OpenROAD-flow-scripts/flow DESIGN_CONFIG=/design/flow/config.mk WORK_HOME=/design/flow/orfs finish
$ cat flow/config.mk
export PLATFORM = sky130hd
export DESIGN_NAME = multiplier
export DESIGN_NICKNAME = multiplier
export VERILOG_FILES = /design/flow/design.v
export SDC_FILE = /design/flow/constraint.sdc
export NUM_CORES = 4
export LEC_CHECK = 1
export CORE_UTILIZATION = 30
$ cat flow/constraint.sdc
current_design multiplier

set clk_period 16.1
set clk_io_pct 0.2

create_clock -name clk0 -period $clk_period

set non_clock_inputs [all_inputs -no_clocks]
set_input_delay [expr $clk_period * $clk_io_pct] -clock clk0 $non_clock_inputs
set_output_delay [expr $clk_period * $clk_io_pct] -clock clk0 [all_outputs]
$ cat flow/design.v
module multiplier #(parameter WIDTH = 32)(
  input logic [WIDTH-1:0] SrcA,
  input logic [WIDTH-1:0] SrcB,
  output logic [WIDTH-1:0] MultResult
  );
  logic [WIDTH-1:0][WIDTH-1:0] masks;
  logic [WIDTH-1:0][WIDTH-1:0] shifts;
  generate
	genvar k;
	  for(k = 0; k < WIDTH; k++) begin
	    assign masks[k] = SrcA & {WIDTH{SrcB[k]}};
	    assign shifts[k] = masks[k] << k;
	  end
	endgenerate
  logic [(WIDTH/ 2)-1:0][WIDTH-1:0] add1;
  logic [(WIDTH/ 4)-1:0][WIDTH-1:0] add2;
  logic [(WIDTH/ 8)-1:0][WIDTH-1:0] add3;
  logic [(WIDTH/16)-1:0][WIDTH-1:0] add4;
	generate
	  for(k = 0; k < WIDTH/2; k++) begin
	    assign add1[k] = shifts[2*k] + shifts[2*k+1];
	  end
	endgenerate
	generate
	  for(k = 0; k < WIDTH/4; k++) begin
	    assign add2[k] = add1[2*k] + add1[2*k+1];
	  end
	endgenerate
	generate
	  for(k = 0; k < WIDTH/8; k++) begin
	    assign add3[k] = add2[2*k] + add2[2*k+1];
	  end
	endgenerate
	generate
	  for(k = 0; k < WIDTH/16; k++) begin
	    assign add4[k] = add3[2*k] + add3[2*k+1];
	  end
	endgenerate
	assign MultResult = add4[0] + add4[1];
endmodule
==> impl_metrics.env <==
# source this file to load flow results
export IMPL_flop_area_sq_um=0
export IMPL_worstPathArrival_ps=10970
export IMPL_chipArea_sq_um=52000
export IMPL_io_pins=96
export IMPL_fin_crit_ps=14190
export IMPL_post_cts_repair_setup_buffers=0
export IMPL_overflow=0
export IMPL_worstPathMaxFanout=19
export IMPL_warnings=32
export IMPL_ys_area_sq_um=15300
export IMPL_antenna_found_initial=0
export IMPL_timing_final_crit_share_pct=88.1
export IMPL_syn_avg_cell_area_sq_um=8.88
export IMPL_drt_wl_total_mm=39.2
export IMPL_nClkBuffers=0
export IMPL_fmax_mhz=70.5
export IMPL_critPathRequiredTime_ps=12880
export IMPL_groute_usage_overall_pct=16.7
export IMPL_grt_pass1_vias=12100
export IMPL_max_cap_viol_count=0
export IMPL_ys_seq_share_pct=0
export IMPL_finalSetupViolations=0
export IMPL_die_h_um=228
export IMPL_io_buffers=96
export IMPL_drt_iter0_markers=340
export IMPL_core_area_sq_um=50300
export IMPL_grt_pass1_wl_mm=65.1
export IMPL_grt_max_degree=33
export IMPL_slew_violations=0
export IMPL_slew_headroom_pct=42.2
export IMPL_instances_no_fill=2434
export IMPL_start_kind="input pin"
export IMPL_syn_area_sq_um=15300
export IMPL_crit_start="SrcA[1]"
export IMPL_rsz0062_at_grt="false"
export IMPL_end_kind="primary output"
export IMPL_worst_pin_slew_ps=865
export IMPL_drc=0
export IMPL_layout_drive_gt1_share_pct=1.99
export IMPL_antenna_cells_inserted=0
export IMPL_mostFrequentLayoutCell="fa_1"
export IMPL_cts_repair_resized=0
export IMPL_initial_utilization_pct=30.5
export IMPL_firstDrtPassIters=7
export IMPL_syn_to_final_growth_pct=10.9
export IMPL_crit_path_end="MultResult[31]"
export IMPL_synth_cells=1726
export IMPL_hold_viol_final=0
export IMPL_yosys_warnings=0
export IMPL_ys_cells=1726
export IMPL_fin_util_pct=33.8
export IMPL_worstHoldPathType="in -> out"
export IMPL_seq_cells=0
export IMPL_die_w_um=228
export IMPL_final_cell_mix="414 x fa_1, 409 x inv_1, 349 x nand2_1, 183 x and2_1, 117 x ha_1"
export IMPL_worstSetupPathType="in -> out"
export IMPL_dp_cells=2434
export IMPL_synthDistinctLibCells=40
export IMPL_outcome="finished, final reports clean"
export IMPL_ant_nets=0
export IMPL_viasPerCell=4.45
export IMPL_gp_routability_congestion=0.899
export IMPL_tns_ps=0
export IMPL_hpwl_mm=31.9
export IMPL_avgRoutedWirePerCell_um=16.1
export IMPL_routed_via_count=10800
export IMPL_num_rows=82
export IMPL_hold_buffers=0
worst max-delay path, cell delays in order:
cell and delay (ps):
clkdlybuf4s50_1 910, buf_4 320, nand2_1 100, fa_1 580
fa_1 450, fa_1 550, inv_1 50, fa_1 430
ha_1 280, ha_1 270, ha_1 270, ha_1 270
ha_1 220, fa_1 500, a211oi_1 420, o21ai_1 200
nand3_1 140, and2_1 320, o31ai_1 180, a31oi_1 580
xnor2_1 210, clkdlybuf4s50_1 500
routing by layer:
| metal | track usage, % | wire length (um) | up-vias |
|---|---|---|---|
| met1 | 23.1 | 16600 | 5431 |
| met5 | 0 | 0 | - |
| met2 | 26.5 | 18600 | 378 |
| met4 | 2.39 | 734 | 0 |
| met3 | 5.82 | 3280 | 35 |
| li1 | - | - | 4986 |
through the flow:
step                setup WS [ps]  area (sq um)  hold slack, ps
finish                       1910         17000            7780
detailed placement           1980         17000            7770
global route                 1560         17000            7830
CTS                          1970         17000            7780
floorplan                    3690         15300            6520
global placement             2010         17000            7770
Yosys cell counts, types with 2 or more instances:
cell type    n  area share [%]
a211oi_1     2           0.098
a21o_1       7            0.34
a21oi_1     15            0.49
a31oi_1      2           0.082
and2_1     183             7.5
buf_2        8            0.26
clkbuf_1    81             2.0
fa_1       414              54
ha_1       117             9.5
inv_1      409              10
nand2_1    349             8.5
nand2b_1     2           0.082
nand3_1      6            0.20
nor2_1      13            0.32
nor3_1       7            0.23
o2111ai_1    2            0.11
o21a_1       4            0.20
o21ai_0      7            0.23
o21bai_1     3            0.15
or4_1        2           0.098
xnor2_1     56             3.2
xor2_1      19             1.1
kinds of logic (layout without fill, tap and decap cells):
| logic type | count (synthesis) | after routing | synth area share (%) |
|---|---|---|---|
| AOI/OAI and AO/OA | 54 | 54 | 2.46 |
| xor gates and xnor gates | 77 | 77 | 4.54 |
| adders and majority gates | 531 | 531 | 63.6 |
| buffers and inverters | 498 | 534 | 12.3 |
| and+or+nand+nor | 566 | 566 | 17.1 |
how the worst min path moves through the flow:
stage	depth (start not counted)	slack, ps	startpoint	end
final	4	7780	SrcB[0]	MultResult[0]
after global routing	4	7830	SrcB[0]	MultResult[0]
after CTS	4	7780	SrcB[0]	MultResult[0]
cell type report:
cell class / instances / area [sq um]
inverter: 409 / 1540
fill: 5188 / 33300
tap: 672 / 841
multi-input combinational: 1228 / 13500
timing repair buffer: 125 / 1180
