File: config.mk
export PLATFORM = sky130hd
export DESIGN_NAME = adder
export DESIGN_NICKNAME = adder
export VERILOG_FILES = /design/flow/design.v
export SDC_FILE = /design/flow/constraint.sdc
export NUM_CORES = 4
export LEC_CHECK = 1
export CORE_AREA = 10 10 94 94
export DIE_AREA = 0 0 104 104
File: constraint.sdc
current_design adder

set clk_period 14.5
set clk_io_pct 0.2

create_clock -name clk0 -period $clk_period

set non_clock_inputs [all_inputs -no_clocks]
set_input_delay [expr $clk_period * $clk_io_pct] -clock clk0 $non_clock_inputs
set_output_delay [expr $clk_period * $clk_io_pct] -clock clk0 [all_outputs]
File: design.v
module adder(
  input logic [31:0] SrcA,
  input logic [31:0] SrcB,
  output logic [31:0] AddrResult
  );
  assign AddrResult = SrcA + SrcB;
endmodule
File: run.sh
#!/bin/bash
# OpenROAD 26Q1-2900-gdf79404cd8, Yosys 0.63+post, stock flow scripts
make -C /OpenROAD-flow-scripts/flow DESIGN_CONFIG=/design/flow/config.mk WORK_HOME=/design/flow/orfs finish
==> results_slide.txt <==
Key Metrics from the Run

Worst setup path
  • Data arrival, critical path: 5.89 ns
  • Crit Path Class: primary input to primary output
  • Worst Path Required: ~12 ns
  • Crit-path max FO: 4
  • Critical Path Source Type: primary input
  • Critical Path Sink Type: primary output

Timing
  • Worst-Margin Slew: slightly above 0.5 ns
  • Setup_tns: 0 ns
  • Highest clock rate: around 110 MHz
  • Final period utilization: approximately three fifths
  • Final setup fails: 0
  • Fin. max-slew vios: 0
  • RSZ-0062 raised after global routing: false
  • Final hold viol count: 0
  • Rel. slew slack: 64.6%
  • Min Tclk post-route: roughly 9 ns

Global routing
  • Antenna violations before repair: 0
  • Number of global-route vias before repair: between 2000 and 2500
  • Largest net degree at the start of global routing: 11
  • Total gr overflow: 0
  • GR Util All Layers: between 10 and 15%
  • First-pass GRT wire length: a little under 10000 µm

Power
  • Power Total: around 0.13 mW
  • Leak: roughly 1.2 nW
  • PD cells: 47.9 mW/mm²
  • Worst vdd ir: around 0.000019 V

Finish
  • Comb gate area: 0.00168 mm²
  • Most frequent cells in the layout: clkdlybuf4s50_1 (96), ha_1 (31), a21oi_1 (29)
  • Seq cells: 0
  • Layout cells sized above 1: approximately 3%
  • Layout clock buffer count: 0
  • Highest-count logic cell in the final layout: clkdlybuf4s50_1
  • Fill cell count: slightly above 700
  • Layout overhead on the synthesized area: 59.5%
  • Reg area: 0 µm²

Run
  • Max cap viols: 0
  • Tool Warnings: 32

Drt
  • ANT cells: 0
  • Wirelength per Cell: approximately 14 µm
  • DR vias/cell: approximately 5
  • # DRC: 0
  • ANT nets after route: 0
  • DRT Pass-1 Iters: 4
  • Vias after detailed routing: around 2100
  • Drt total wl: slightly below 6000 µm
  • DR iter-0 viols: between 60 and 70

Logic synthesis
  • Number of distinct library cells after synthesis: 50
  • Syn Inst Count: about 240
  • Post-synth seq share: 0%
  • Synthesis area per yosys: between 0.0015 and 0.002 mm²
  • Yosys warning total: 0
  • Syn avg cell area: about 7.2 µm²
  • # Cells Yosys: between 200 and 250
  • Mapped cell area: around 0.0017 mm²

Floorplan
  • Num rows: 30
  • Floorplan Utilization: between 20% and 30%
  • Core Box Area: 0.00683 mm²
  • Die Span Y: ~100 µm
  • # IOs: 96
  • Die X: between 100 and 150 µm
  • Chip area: ~0.011 mm²

Placement
  • Post-DP HPWL: between 5000 and 6000 µm
  • I/O Buffers: between 90 and 100
  • RD Place Congestion: 0.822

Clocking
  • CTS Hold Bufs: 0
  • Post-cts sizing count: 0
  • Postcts setup bufs: 0

Run status
  • Status: completed

Min path
  • Hold Path Class: primary input to primary output
## report_power, final
group          internal [mW]  switching, mW
Combinational         0.0802         0.0529
Clock                      0              0
Sequential                 0              0
## routing by layer
layer	track usage (%)	up-vias	routed length, µm
met3	2.01	0	339
met1	14.1	955	2890
met4	0	0	0
met5	0	-	0
li1	-	1096	-
met2	16.9	63	2600
## synthesized netlist by cell type (2+ instances only)
cell	count	area, µm²
a31oi_1	3	18.8
nor3_1	4	20.0
ha_1	31	388
o21bai_1	4	30.0
o21ai_0	13	65.1
a21oi_1	29	145
nand2b_1	2	12.5
o311ai_1	2	17.5
buf_2	2	10.0
clkbuf_1	8	30.0
o211ai_1	3	22.5
mux2i_1	2	20.0
nand4_1	8	50.1
nand2_1	18	67.6
a311oi_1	2	17.5
nor2_1	12	45.0
xnor2_1	13	114
a211oi_1	3	22.5
or2_2	3	18.8
inv_1	6	22.5
xor2_1	15	131
a21o_1	19	143
o21a_1	2	15.0
nand3_1	10	50.1
o221ai_1	2	17.5
## path summary, 6_finish.rpt
check | start | end | depth (start not counted)
worst max-delay path | SrcA[0] | AddrResult[26] | 11
worst min-delay path | SrcB[0] | AddrResult[0] | 3
## stage by stage
stage	setup slack, ns	cell area (µm²)	utilization [%]	hold slack, ns	std cells
finish	5.71	2780	40.7	6.83	422
floorplan	6.87	1740	-	5.87	241
global route	5.52	2780	40.7	6.87	422
global placement	5.79	2780	40.7	6.83	422
detailed placement	5.72	2780	40.7	6.84	422
CTS	5.71	2780	40.7	6.83	422
## cells by family (layout without fill, tap and decap cells)
| kind of cell | count (synthesis) | in the layout | share of synthesized area [%] |
|---|---|---|---|
| buffers and inverters | 17 | 102 | 3.80 |
| XOR/XNOR | 28 | 28 | 14.1 |
| adder cells (fa/ha/maj) | 32 | 32 | 23.4 |
| AND/OR/NAND/NOR | 65 | 65 | 18.3 |
| multiplexers | 2 | 2 | 1.15 |
| AND-OR/OR-AND | 97 | 97 | 39.3 |
## critical path: stages
cell and delay, ns:
clkdlybuf4s50_1 0.41, ha_1 0.25, fa_1 0.41, a21o_1 0.22, a31o_2 0.28, nand3_1 0.08
o221ai_1 0.24, a311oi_1 0.35, o21bai_1 0.10, xor2_1 0.15, clkdlybuf4s50_1 0.50
## layout make-up
class / instances / area share, %
inverters: 6 / 0.810
well taps: 96 / 4.32
repair buffers: 96 / 34.5
multi-input cells: 224 / 60.3
Power figures rest on the tool's default switching activity, not on a simulated workload.
